--- flow/constraint.sdc ---
current_design IF_Stage

set clk_period 5.9
set clk_io_pct 0.2

create_clock -name clk0 -period $clk_period [get_ports {clk}]

set non_clock_inputs [all_inputs -no_clocks]
set_input_delay [expr $clk_period * $clk_io_pct] -clock clk0 $non_clock_inputs
set_output_delay [expr $clk_period * $clk_io_pct] -clock clk0 [all_outputs]
--- flow/design.v ---
module IF_Stage (
  input         clk,
  input         rst,
  input         freeze,
  input         branch_taken,
  input  [31:0] branch_addr,
  output [31:0] pc,
  output [31:0] instruction
);
  wire[31:0] mux_in, mux_out, pc_increment, pc_in, pc_out;
  MUX #(.LENGTH(32)) mux (
    .in_1(mux_in),
    .in_2(branch_addr),
    .select(branch_taken),
    .out(mux_out)
  );
  PC pc_module(
    .clk(clk),
    .rst(rst),
    .freeze(freeze),
    .pc_in(pc_in),
    .pc_out(pc_out)
  );
  Instruction_Memory instruction_memory(
    .clk(clk),
    .rst(rst),
    .address(pc_out),
    .instruction(instruction)
  );
  assign pc_in = mux_out;
  assign pc_increment = pc_out + 4;
  assign mux_in = pc_increment;
  assign pc = pc_increment;
endmodule
module Instruction_Memory (
  input         clk,
  input         rst,
  input  [31:0] address, 
  output [31:0] instruction
);
  reg [31:0] memory [0:1023];
  initial begin
    memory[0]  = 32'b1110_00_1_1101_0_0000_0001_101000000001;  
    memory[1]  = 32'b1110_00_1_1101_0_0000_0000_000000010100;  
    memory[2]  = 32'b1110_00_1_1101_0_0000_0010_000100000011;  
    memory[3]  = 32'b1110_00_0_0100_1_0010_0011_000000000010;  
    memory[4]  = 32'b1110_00_0_0101_0_0000_0100_000000000000;  
    memory[5]  = 32'b1110_00_0_0010_0_0100_0101_000100000100;  
    memory[6]  = 32'b1110_00_0_0110_0_0000_0110_000010100000;  
    memory[7]  = 32'b1110_00_0_1100_0_0101_0111_000101000010;  
    memory[8]  = 32'b1110_00_0_0000_0_0111_1000_000000000011;  
    memory[9]  = 32'b1110_00_0_1111_0_0000_1001_000000000110;  
    memory[10] = 32'b1110_00_0_0001_0_0100_1010_000000000101;  
    memory[11] = 32'b1110_00_0_1010_1_1000_0000_000000000110;  
    memory[12] = 32'b0001_00_0_0100_0_0001_0001_000000000001;  
    memory[13] = 32'b1110_00_0_1000_1_1001_0000_000000001000;  
    memory[14] = 32'b0000_00_0_0100_0_0010_0010_000000000010;  
    memory[15] = 32'b1110_00_1_1101_0_0000_0000_101100000001;  
    memory[16] = 32'b1110_01_0_0100_0_0000_0001_000000000000;  
    memory[17] = 32'b1110_01_0_0100_1_0000_1011_000000000000;  
    memory[18] = 32'b1110_01_0_0100_0_0000_0010_000000000100;  
    memory[19] = 32'b1110_01_0_0100_0_0000_0011_000000001000;  
    memory[20] = 32'b1110_01_0_0100_0_0000_0100_000000001101;  
    memory[21] = 32'b1110_01_0_0100_0_0000_0101_000000010000;  
    memory[22] = 32'b1110_01_0_0100_0_0000_0110_000000010100;  
    memory[23] = 32'b1110_01_0_0100_1_0000_1010_000000000100;  
    memory[24] = 32'b1110_01_0_0100_0_0000_0111_000000011000;  
    memory[25] = 32'b1110_00_1_1101_0_0000_0001_000000000100;  
    memory[26] = 32'b1110_00_1_1101_0_0000_0010_000000000000;  
    memory[27] = 32'b1110_00_1_1101_0_0000_0011_000000000000;  
    memory[28] = 32'b1110_00_0_0100_0_0000_0100_000100000011;  
    memory[29] = 32'b1110_01_0_0100_1_0100_0101_000000000000;  
    memory[30] = 32'b1110_01_0_0100_1_0100_0110_000000000100;  
    memory[31] = 32'b1110_00_0_1010_1_0101_0000_000000000110;  
    memory[32] = 32'b1100_01_0_0100_0_0100_0110_000000000000;  
    memory[33] = 32'b1100_01_0_0100_0_0100_0101_000000000100;  
    memory[34] = 32'b1110_00_1_0100_0_0011_0011_000000000001;  
    memory[35] = 32'b1110_00_1_1010_1_0011_0000_000000000011;  
    memory[36] = 32'b1011_10_1_0_111111111111111111110111   ;  
    memory[37] = 32'b1110_00_1_0100_0_0010_0010_000000000001;  
    memory[38] = 32'b1110_00_0_1010_1_0010_0000_000000000001;  
    memory[39] = 32'b1011_10_1_0_111111111111111111110011   ;  
    memory[40] = 32'b1110_01_0_0100_1_0000_0001_000000000000;  
    memory[41] = 32'b1110_01_0_0100_1_0000_0010_000000000100;  
    memory[42] = 32'b1110_01_0_0100_1_0000_0011_000000001000;  
    memory[43] = 32'b1110_01_0_0100_1_0000_0100_000000001100;  
    memory[44] = 32'b1110_01_0_0100_1_0000_0101_000000010000;  
    memory[45] = 32'b1110_01_0_0100_1_0000_0110_000000010100;  
    memory[46] = 32'b1110_10_1_0_111111111111111111111111   ;  
  end
  assign instruction = memory[address >> 2];
endmodule
module MUX #(parameter LENGTH = 1) (
  input  [LENGTH-1:0] in_1, 
  input  [LENGTH-1:0] in_2, 
  input               select,
  output [LENGTH-1:0] out
);
  assign out = select == 1'b0 ? in_1 : in_2;
endmodule
module MUX3 #(parameter LENGTH = 1) (
  input  [LENGTH-1:0] in_1,
  input  [LENGTH-1:0] in_2,
  input  [LENGTH-1:0] in_3,
  input  [1:0]        select,
  output [LENGTH-1:0] out
);
  assign out = 
    select == 2'b00 ? in_1 :
    select == 2'b01 ? in_2 :
    select == 2'b10 ? in_3 : 32'bz;
endmodule
module PC (
  input             clk,
  input             rst,
  input             freeze,
  input      [31:0] pc_in,
  output reg [31:0] pc_out
);
  always @(posedge clk, posedge rst) begin
    if (rst) pc_out <= 32'b0;
    else if (freeze) pc_out <= pc_out;
    else if (clk) pc_out <= pc_in;
    else pc_out <= pc_out;
  end
endmodule
--- flow/run.sh ---
#!/bin/bash
# OpenROAD 26Q1-2900-gdf79404cd8, Yosys 0.63+post, stock flow scripts
make -C /OpenROAD-flow-scripts/flow DESIGN_CONFIG=/design/flow/config.mk WORK_HOME=/design/flow/orfs finish
--- flow/config.mk ---
export PLATFORM = sky130hd
export DESIGN_NAME = IF_Stage
export DESIGN_NICKNAME = IF_Stage
export VERILOG_FILES = /design/flow/design.v
export SDC_FILE = /design/flow/constraint.sdc
export NUM_CORES = 4
export LEC_CHECK = 1
export CORE_UTILIZATION = 50
export SYNTH_MEMORY_MAX_BITS = 65536
==> results.sh <==
# yosys + openroad results
export IMPL_path_clk_slew_ns=0.07
export IMPL_vias=4405
export IMPL_syn_to_final_growth_pct=36.08
export IMPL_cts_hold_buf=0
export IMPL_setup_tns_ns=0
export IMPL_whs_ns=0.5126
export IMPL_diodes=0
export IMPL_vias_per_cell=6.338
export IMPL_min_delay_start="pc_module.pc_out[0]$_DFFE_PP0P_"
export IMPL_synthesis_area_um2=3787
export IMPL_yosysMostFrequentCell="nand2_1"
export IMPL_crit_required_ns=4.72
export IMPL_cp_start_kind="flop"
export IMPL_netlist_top_cells_count="50 x nand2_1, 34 x a21oi_1, 34 x clkbuf_1, 34 x nor2_1, 32 x dfrtp_1"
export IMPL_top_area_frac=0.2114
export IMPL_wl_mm=12.24
export IMPL_ys_flop_type="dfrtp_1"
export IMPL_fin_worst_skew_ns=0.003862
export IMPL_tool_warnings=131
export IMPL_antenna_left=0
export IMPL_postSynthCellCount=510
export IMPL_clock_latency_late_pin_ns=0.39
export IMPL_crit_type="reg -> out"
export IMPL_fp_util=0.5194
export IMPL_switching_share=0.4298
export IMPL_power_share_sequential=0.186
export IMPL_vdd_ir_drop_max_v=0.0002803
export IMPL_finish_utilization=0.7068
export IMPL_powerDensity_nw_per_um2=536.8
export IMPL_hpwl_mm=7.413
export IMPL_edf_count=0
export IMPL_crit_path_end_kind="output port"
export IMPL_path_cells="nand3_1 -> nor4_1 -> nand3_1 -> xnor2_1 -> clkdlybuf4s50_1"
export IMPL_rsz0062_at_grt="false"
export IMPL_crit_top_cell="nand3_1"
export IMPL_die_h_um=89.04
export IMPL_antenna_found_initial=0
export IMPL_row_count=31
export IMPL_grt_max_degree=61
export IMPL_wl_per_cell_um=17.62
export IMPL_crit_path_start="pc_module.pc_out[3]$_DFFE_PP0P_"
export IMPL_remaining_drc_errors=0
export IMPL_cp_arrival_ns=3.71
export IMPL_drt_iter0_markers=403
export IMPL_final_hold_violation_count=0
export IMPL_synth_flops=32
export IMPL_maxCapViolCount=0
export IMPL_largest_reg_flops=32
export IMPL_cp_max_fo=20
export IMPL_yosys_top_cells_area="dfrtp_1 21%, nand2_1 5.0%, a21oi_1 4.5%, o21ai_0 3.8%, xnor2_1 3.5%"
export IMPL_grt_total_usage=0.3181
export IMPL_yosys_area_top_type="dfrtp_1"
export IMPL_drtPass1Iterations=6
export IMPL_core_um2=7292
export IMPL_hold_path_class="reg -> reg"
export IMPL_ys_cells=510
export IMPL_status="finished, final reports clean"
export IMPL_cts_resized=0
export IMPL_switchingPower_mw=1.189
export IMPL_synth_warnings=3
export IMPL_r2r_start="pc_module.pc_out[3]$_DFFE_PP0P_"
export IMPL_chip_area_um2=7927
export IMPL_syn_mean_instance_area_um2=7.426
export IMPL_internal_power_mw=1.577
export IMPL_worst_pin_slew_ns=1.205
export IMPL_setup_violations=0
export IMPL_reg_largest_list="pc_module.pc_out x32"
export IMPL_cts_tree="done"
export IMPL_drive_above_1_share=0.1057
export IMPL_pwr_share_clk=0.269
export IMPL_stdcell_count=695
export IMPL_synth_seq_share=0.2114
export IMPL_period_minus_slack_ns=4.894
export IMPL_grt_pass1_wl_mm=19.12
export IMPL_slew_headroom=0.1889
export IMPL_io_buffer_count=99
export IMPL_cpPeakStageDelay_ns=1.12
export IMPL_leakage_nw=1.954
export IMPL_total_power_mw=2.766
export IMPL_drv_slew=0
export IMPL_placedCellCount=656
export IMPL_max_clock_freq_mhz=204.4
export IMPL_async_reset_ff_frac=1.000
export IMPL_regMostFlops="pc_module.pc_out"
export IMPL_gr_total_overflow=0
export IMPL_dieWidth_um=89.04
export IMPL_crit_slowest_cell="nor4_1"
export IMPL_finalCritPeriodShare=0.8294
export IMPL_yosysChipArea_um2=3787
export IMPL_grt_pass1_vias=4399
export IMPL_cts_setup_buffers=0
export IMPL_power_frac_comb=0.546
export IMPL_place_congestion=0.8805
export IMPL_io_pins=100
export IMPL_synth_cell_types=67
cell families after synthesis:
group,share of synthesized area
multiplexers,0.05649
XOR/XNOR,0.06244
AND-OR/OR-AND,0.2755
buffers and inverters,0.08325
flip-flops,0.2114
AND/OR/NAND/NOR,0.2778
adder cells (fa/ha/maj),0.03304
final cells by class:
| cell class | instances | area (um2) |
|---|---|---|
| inverter | 15 | 56.30 |
| clock inverter | 7 | 38.79 |
| clock buffer | 32 | 431.7 |
| tap | 99 | 123.9 |
| timing repair buffer | 105 | 1031 |
| sequential | 32 | 800.8 |
| multi-input combinational | 405 | 2671 |
| fill | 592 | 2138 |
power groups by stage:
stage | sequential, mW | clock (mW) | combinational, mW
4_1_cts | 0.504 | 0.764 | 1.50
5_1_grt | 0.533 | 0.809 | 1.65
6_report | 0.513 | 0.743 | 1.51
placed cells by master (no fill, tap or decap), types with 13 or more instances in the layout:
cell	instances
a21oi_1	34
clkbuf_8	29
clkdlybuf4s50_1	98
dfrtp_1	32
inv_1	13
nand2_1	50
nand2b_1	13
nand3_1	18
nor2_1	34
o211ai_1	15
o21ai_0	29
or3_1	13
xnor2_1	15
metal layers:
metal,GRT usage,share of wire
met2,0.3790,0.42
met4,0.1674,0.014
met3,0.1620,0.10
met5,0.01299,0
met1,0.4658,0.46
worst max-delay path, delay by kind of cell, from the launching register on:
family                    cells  cell delay [ns]
DFF                           1             0.76
and+or+nand+nor               3             1.86
buffers and inverters         1             0.49
xor gates and xnor gates      1             0.21
through the flow:
step,cell area [um2],setup WS (ns)
final,5154,1.006
after global routing,5154,0.8012
after CTS,5154,1.154
after detailed placement,4683,1.652
after global placement,4683,1.730
after floorplan,3787,1.992
path summary, 6_finish.rpt:
| check | endpoint | slack (ns) | depth (start not counted) |
|---|---|---|---|
| min reg2reg | pc_module.pc_out[0]$_DFFE_PP0P_ | 0.51 | 1 |
| max in group asynchronous | pc_module.pc_out[31]$_DFFE_PP0P_ | 4.38 | 3 |
| max reg2reg | pc_module.pc_out[27]$_DFFE_PP0P_ | 2.92 | 4 |
| min | pc_module.pc_out[0]$_DFFE_PP0P_ | 0.51 | 1 |
| min in group asynchronous | pc_module.pc_out[13]$_DFFE_PP0P_ | 1.20 | 3 |
| max | pc[27] | 1.01 | 5 |
Power is estimated from default activity; no workload was simulated.
