## design.v

```verilog
module SRAM (
  input        clk,
  input        rst,
  input        SRAM_WE_N,
  input [16:0] SRAM_ADDR,
  inout [31:0] SRAM_DQ              
);
  reg [31:0] memory [0:511];  
  assign #30 SRAM_DQ = (SRAM_WE_N == 1'b1) ? memory[SRAM_ADDR] : 32'bz;
  always @(posedge clk) begin
    if (~SRAM_WE_N) begin
      memory[SRAM_ADDR] <= SRAM_DQ;
    end
  end
endmodule
```

## run.sh

```bash
#!/bin/bash
# OpenROAD 26Q1-2900-gdf79404cd8, Yosys 0.63+post, stock flow scripts
make -C /OpenROAD-flow-scripts/flow DESIGN_CONFIG=/design/flow/config.mk WORK_HOME=/design/flow/orfs finish
```

## config.mk

```make
export PLATFORM = sky130hd
export DESIGN_NAME = SRAM
export DESIGN_NICKNAME = SRAM
export VERILOG_FILES = /design/flow/design.v
export SDC_FILE = /design/flow/constraint.sdc
export NUM_CORES = 4
export LEC_CHECK = 1
export CORE_UTILIZATION = 50
export SYNTH_MEMORY_MAX_BITS = 65536
```

## constraint.sdc

```tcl
current_design SRAM

set clk_period 238.3
set clk_io_pct 0.2

create_clock -name clk0 -period $clk_period [get_ports {clk}]

set non_clock_inputs [all_inputs -no_clocks]
set_input_delay [expr $clk_period * $clk_io_pct] -clock clk0 $non_clock_inputs
set_output_delay [expr $clk_period * $clk_io_pct] -clock clk0 [all_outputs]
```

==> results.yml <==
# flow metrics
run_status:
  outcome: "did not finish"
  haltStage: "clock tree synthesis"
  error: "[error] [KeplerFormal.cpp:679] Workflow failed: Iso has multiple drivers: .SRAM_DQ12, place3112.X0"
synth:
  netlist_instances: 28540
  synth-edff-count: 16384
  ys_sh_simple_pct: 1.77
  ys_types: 80
  ys_sh_xor_pct: 0
  synth_seq_share_pct: 78.5
  yosysWarnings: 2
  async_flop_share_pct: 0
  ys_cells: 28540
  topCellsByArea: "edfxtp_1 78%, mux4_2 12%, mux2i_1 2.5%"
  syn-mean-instance-area_sq_um: 22.0
  top_area_share_pct: 78.5
  logic_family: "multiplexers"
  synth.area.mux_share_pct: 15.1
  ys_ff: 16384
  ys_sh_adder_pct: 0
  ff_type: "edfxtp_1"
  ys_area_sq_um: 627000
  yosys.area.top_type: "edfxtp_1"
  aoi_share_pct: 3.19
  netlist_area_sq_um: 627000
placed_design:
  gp_congestion: 0.998
  port_buffers: 10
  placed_cell_area_sq_um: 661000
  dp_hpwl_um: 1260000
clock_network:
  cts_setup_buffers: 0
  htreeDepth: 7
  clockRootBuffer: "clkbuf_16"
  cts_hold_buf: 0
  cts_buffer_depth: 6
  cts_resized: 0
  clkSinkCount: 16384
  cts_buffers: 1688
floorplanning:
  die_x_um: 1120
  fp-row-count: 411
  io_pins: 52
  initial_core_util_pct: 50.1
  dieHeight_um: 1120
logic make-up after synthesis:
kind of cell | after synthesis
simple gates | 2279
mux | 5235
compound gates | 2880
buf+inv | 1762
flops | 16384
through the flow:
step           cells  setup slack [ps]
2_1_floorplan  28540            133070
3_3_place_gp   45597            133750
3_5_place_dp   45598            133920
Yosys cell counts, drive strengths merged (73+ instances only):
library cell / instances
edfxtp: 16384
mux4: 3354
mux2i: 1596
buf: 1142
a22oi: 616
nor2: 611
clkbuf: 587
nand2: 578
nand4: 449
a21oi: 448
o22ai: 427
o21ai: 363
mux2: 285
a22o: 243
nand3: 220
a211oi: 152
a221oi: 152
nor3: 111
a31oi: 106
nor4: 73
